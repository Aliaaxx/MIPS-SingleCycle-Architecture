==> design.v <==
module ALU (ALUControl, A, B, ALUResult, Zero);
	input [3:0] ALUControl;  
	input [31:0] A;
	input signed [31:0] B;
	output reg signed [31:0] ALUResult;
	output reg Zero;
  always @(*)
  begin
	case (ALUControl)
		  4'b0000:  
			   ALUResult = A & B;
		  4'b0001:  
			   ALUResult = A | B;
		  4'b0010:  
			   ALUResult = A + B;
		  4'b0110:  
			   ALUResult = A - B;
		  4'b0111:  
			   ALUResult = (A < B) ? 1 : 0; 
		  4'b1100:  
			   ALUResult = ~(A | B);
      default: ALUResult = 32'b0;
    endcase
    Zero = (ALUResult ==  32'b0) ? 1'b1 : 1'b0;
  end
endmodule
==> run.sh <==
#!/bin/bash
# OpenROAD 26Q1-2900-gdf79404cd8, Yosys 0.63+post, stock flow scripts
make -C /OpenROAD-flow-scripts/flow DESIGN_CONFIG=/design/flow/config.mk WORK_HOME=/design/flow/orfs finish
==> config.mk <==
export PLATFORM = sky130hd
export DESIGN_NAME = ALU
export DESIGN_NICKNAME = ALU
export VERILOG_FILES = /design/flow/design.v
export SDC_FILE = /design/flow/constraint.sdc
export NUM_CORES = 4
export LEC_CHECK = 1
export CORE_UTILIZATION = 50
==> constraint.sdc <==
current_design ALU

set clk_period 18.2
set clk_io_pct 0.2

create_clock -name clk0 -period $clk_period

set non_clock_inputs [all_inputs -no_clocks]
set_input_delay [expr $clk_period * $clk_io_pct] -clock clk0 $non_clock_inputs
set_output_delay [expr $clk_period * $clk_io_pct] -clock clk0 [all_outputs]
==> results.yml <==
# physical design summary
logic_synthesis:
  yosysWarnings: 1
  top_cells_by_area: "ha_1 (20%), a21oi_1 (6.7%), inv_1 (5.7%), nor2_1 (5.2%), o21ai_0 (4.0%)"
  top_cell_area_share: 0.200
  ys_cells: 940
  top_cells_by_count: "ha_1 (101), inv_1 (96), nor2_1 (88), a21oi_1 (85), nand2_1 (62)"
  yosys.stat.seqShare: 0
  postSynthAreaPerCell_um2: 6.74
  synth_area_um2: 6330
  synthCells: 940
  ys_types: 96
  yosys_area_um2: 6330
  yosysMostFrequentCell: "ha_1"
  top_area_cell: "ha_1"
place:
  place_congestion: 1.07
  place_area_um2: 7420
  hpwl_mm: 19.0
  portBuffers: 101
power:
  irDropWorstVdd_mv: 0.0190
  p_per_area_nw_per_um2: 30.8
  power.leakage_nw: 3.25
  power_mw: 0.228
sta:
  fmax_ghz: 0.0814
  hold_violations: 0
  finalCriticalPeriod_ns: 12.28
  tightest_slew_ns: 1.02
  rsz0062_at_grt: "false"
  setup_violations: 0
  worst_hold_slack_ns: 8.59
  finalCritPeriodShare: 0.675
  slew_headroom: 0.313
  slew_violations: 0
  setup_tns_ns: 0
routing:
  num_antenna_cells: 0
  antenna_left: 0
  drt_pass1_iterations: 6
  finalWirelength_mm: 24.2
  drc: 0
  vias: 7727
  wl_per_cell_um: 20.7
  viasPerCell: 6.63
  drt_iter0_drc: 870
setup_path:
  cp_max_fo: 21
  arrival_ns: 8.64
  endpoint_kind: "output port"
  worstSetupPathType: "input pin to output port"
  cp.required_ns: 14.56
  crit_start: "ALUControl[3]"
  start_kind: "input pin"
worst_hold_path:
  holdPathStages: 4
  hp-start: "ALUControl[1]"
  hp-class: "input pin to output port"
  worst_hold_path.endpoint: "ALUResult[2]"
global_route:
  grt_max_degree: 32
  grt_pass1_vias: 7095
  grt_pass1_wl_mm: 38.1
  grt_use_total: 0.375
  grt_overflow: 0
  grt_antenna_before_repair: 0
run:
  drv_cap: 0
  openroad.warnings: 102
outcome:
  status: "complete, no violations"
final_layout:
  seq_area_um2: 0
  drive_gt1_frac: 0.0621
  ff_count: 0
  final_cell_area_um2: 7420
  n_clock_buffer: 0
  final_core_util: 0.610
  nFillCells: 1101
  area_growth_pct: 17.1
clock_tree:
  cts_resized: 0
  hold_buffers: 0
  cts_setup_buffers: 0
floorplan:
  die_w_um: 115
  die.size.y_um: 115
  row_count: 40
  core_um2: 12200
  fp_util: 0.521
  ioPinCount: 101
  dieArea_um2: 13100
[layout make-up]
cell class | count | area [um2] | area share
inverters | 96 | 360 | 0.0486
repair buffers | 114 | 1110 | 0.149
well taps | 168 | 210 | 0.0283
multi-input cells | 788 | 5740 | 0.774
[per-stage QoR]
step                      instances  setup slack (ns)
after global placement         1166              5.97
after floorplan                 940              7.88
after CTS                      1166              6.02
final                          1166              5.92
after global routing           1166              5.68
after detailed placement       1166              6.03
[logic make-up (layout without fill, tap and decap cells)]
group / count (synthesis) / after routing / synth area share
compound gates: 361 / 361 / 0.411
simple gates: 309 / 309 / 0.263
buf+inv: 152 / 210 / 0.0982
fa+ha+maj: 103 / 103 / 0.206
xor+xnor: 8 / 8 / 0.0111
mux: 7 / 7 / 0.0115
[where the power goes]
group	switching (mW)	internal [mW]	total, mW
Clock	0	0	0
Sequential	0	0	0
Combinational	0.133	0.0952	0.228
Total	0.133	0.0952	0.228
[metal layers]
metal | track usage | wire [um] | up-vias
met5 | 0 | 0 | -
met4 | 0.153 | 1180 | 0
met3 | 0.0502 | 2240 | 81
met2 | 0.596 | 10500 | 457
met1 | 0.512 | 10200 | 3536
li1 | - | - | 3653
[worst max-delay path: stages]
cell,delay (ns)
clkdlybuf4s50_1,1.01
nor2_1,0.38
nand2_1,0.47
buf_4,0.35
o221ai_1,0.19
a311oi_1,0.33
o31ai_1,0.18
o32ai_1,0.32
nand4b_1,0.15
or4_1,0.52
nor4b_2,0.33
nor4b_2,0.26
clkdlybuf4s50_1,0.50
[how the worst max path moves through the flow]
| stage | to | slack [ns] |
|---|---|---|
| after CTS | Zero | 6.02 |
| after global routing | Zero | 5.68 |
| final | Zero | 5.92 |
[cells in the final DEF, fill, tap and decap left out, types with 17 or more instances in the layout]
| cell | count |
|---|---|
| ha_1 | 101 |
| clkdlybuf4s50_1 | 101 |
| inv_1 | 96 |
| nor2_1 | 88 |
| a21oi_1 | 85 |
| nand2_1 | 62 |
| o21ai_0 | 50 |
| a21o_1 | 19 |
| a221oi_1 | 18 |
| a211oi_1 | 18 |
| nand2b_1 | 17 |
| nor3_1 | 17 |
Power figures rest on the tool's default switching activity, not on a simulated workload.
