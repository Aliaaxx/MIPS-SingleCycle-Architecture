**/design/flow/config.mk**
```make
export PLATFORM = sky130hd
export DESIGN_NAME = Mux2
export DESIGN_NICKNAME = Mux2
export VERILOG_FILES = /design/flow/design.v
export SDC_FILE = /design/flow/constraint.sdc
export NUM_CORES = 4
export LEC_CHECK = 1
export CORE_AREA = 10 10 71 71
export DIE_AREA = 0 0 81 81
```
**/design/flow/run.sh**
```bash
#!/bin/bash
# OpenROAD 26Q1-2900-gdf79404cd8, Yosys 0.63+post, stock flow scripts
make -C /OpenROAD-flow-scripts/flow DESIGN_CONFIG=/design/flow/config.mk WORK_HOME=/design/flow/orfs finish
```
**/design/flow/constraint.sdc**
```tcl
current_design Mux2

set clk_period 1.0
set clk_io_pct 0.2

create_clock -name clk0 -period $clk_period

set non_clock_inputs [all_inputs -no_clocks]
set_input_delay [expr $clk_period * $clk_io_pct] -clock clk0 $non_clock_inputs
set_output_delay [expr $clk_period * $clk_io_pct] -clock clk0 [all_outputs]
```
**/design/flow/design.v**
```verilog
module Mux2 (ALUSrc, ReadData2, Extend32, B);
	input ALUSrc;
	input [31:0] ReadData2;	
	input [31:0] Extend32;
	output reg [31:0] B;
	always @(*) begin
        if (ALUSrc)
            B = Extend32;
        else
            B = ReadData2;
    end
endmodule
```
==> ci_impl_report.md <==
### Yosys + OpenROAD results

| Metric | Value |
|---|---|
| Post-synthesis to final-layout area growth | 193% |
| Layout cells sized above 1 | 0.529 |
| Critical path's most frequent cell | buf_12 |
| Endpoints failing setup | 32 |
| Setup Crit Path Kind | in -> out |
| Synthesis area per yosys | about 540 µm² |
| Number of clock buffers in the layout | 0 |
| Unrepaired setup endpoints after global routing | yes |
| Combinational cell fraction of total power | 1.000 |
| Switching share of power | 0.225 |
| Diode count | 0 |
| Arrival time at the worst endpoint | 990 ps |
| Cells traversed along the worst timing path | buf_12 > buf_16 > buf_12 > mux2_4 > buf_2 |
| Endpoint type of the worst setup path | output port |
| Sequential fraction of design power | 0 |
| Row cnt | 22 |
| Final hold viol count | 0 |
| Die Outline Area | 6560 µm² |
| WL/cell | 16.0 µm |
| Die width | 81 µm |
| Peak supply drop | roughly 0.15 mV |
| Area inside the core boundary | 3630 µm² |
| Max-capacitance violation count | 0 |
| Pre-CTS WS | -503 ps |
| Family with the most delay on the worst path | buffers and inverters |
| Tally of buffers added on design ports | 97 |
| Sequential area share after synthesis | 0 |
| Post-Synthesis Cell Area | around 540 µm² |
| Antenna-violating nets left | 0 |
| NetSw | 144 µW |
| Smallest setup slack after layout | -191 ps |
| Number of cells in the yosys synthesis report | 36 |
| Remaining design rule violation count | 0 |
| Leakage | ~0.86 nW |
| Ranking of synthesized cells by area | mux2_4, buf_12, mux2_2 |
| Global-route wire length before repair | 4350 µm |
| Placement-stage cell area | 1540 µm² |
| Overall routed net length | 2940 µm |
| Most common cell in the netlist | mux2_4 |
| Global-route total usage across every layer | 0.0824 |
| Weighted congestion at the end of routability-driven global placement | 0.847 |
| Post-synthesis cell type with the largest combined area | mux2_4 |
| Normalized max-slew margin | 0.936 |
| Critical-path top delay cell | mux2_4 |
| Library cells used by synthesis | 4 |
| Worst Path Max Fanout | 5 |
| Power Dens Cells | ~400 nW/µm² |
| Violations in the final reports | negative setup slack |
| Crit share post-route | 1.19 |
| Core Util at FP | 0.150 |
| Warning total across the stage logs | 34 |
| Highest clock frequency the design can meet | 840 MHz |
| Total global routing overflow | 0 |
| Outcome | complete, but fails checks |
| Register Area | 0 µm² |
| Peak per-stage delay on the critical path | 280 ps |
| Internal power consumption | around 500 µW |
| Post-route cell area | 1600 µm² |
| Iter 0 DRT Violations | 0 |
| Buffers plus inverters on the worst setup path | 4 |
| Number of standard cells after synthesis | 36 |
| Pin count of the biggest net entering global routing | 13 |
| Final slew viol count | 0 |
| Post-Layout Cell Count | 184 |
| Vias in the first global route | 795 |
| Post-layout minimum cycle time | 1190 ps |
| Die height | 81 µm |
| Post-detailed-route via-to-cell ratio | roughly 3.8 |
| Number of I/O pins | 97 |
| Most numerous cell types in the synthesized netlist | mux2_4, buf_12, mux2_2, buf_6 |
| Flip-flop and latch count | 0 |
| Portion of total power attributed to the clock network | 0 |
| Actual slew at the worst max-slew pin | about 96 ps |
| Number of antenna violations at the first check in global routing | 0 |
| Crit path required time | 800 ps |
| Placed Cells | approximately 180 |
| Critical path startpoint category | input pin |
| Average footprint of a synthesized cell | 15.1 µm² |
| Yosys warning tally | 1 |
| Largest type area fraction | 0.828 |
| Tightest hold margin | 709 ps |
| Kind of path behind the tightest hold check | in -> out |
| Detailed-router iteration count before antenna repair | 1 |
| Via Count | ~700 |
==> layout make-up <==
cell class / count / area (µm²)
well taps: 48 / 60.1
repair buffers: 104 / 1050
multi-input cells: 32 / 480
fillers: 353 / 2040
==> what timing repair did <==
action	4_1_cts	5_1_grt
gates resized	178	11
hold buffers	0	0
cloned	3	0
setup buffers	2	0
endpoints found under the setup margin	32	32
==> path summary, 6_finish.rpt <==
| kind | start | to | slack (ps) | cells past startpoint |
|---|---|---|---|---|
| setup / recovery | ALUSrc | B[11] | -190 | 5 |
| hold / removal | ReadData2[19] | B[19] | 710 | 3 |
==> cell usage in the layout (no fill, tap or decap) <==
master           instances
dlygate4sd2_1           58
buf_6                   25
clkdlybuf4s50_1          5
dlymetal6s2s_1           1
buf_12                   4
mux2_4                  32
buf_2                    8
buf_16                   3
==> power by group through the flow <==
stage,Combinational (mW),Clock (mW),Sequential [mW]
6_report,0.639,0,0
4_1_cts,0.611,0,0
5_1_grt,0.685,0,0
==> per-layer routing <==
layer | wire [µm] | vias up | track usage
met5 | 0 | - | 0
met4 | 0 | 0 | 0
met3 | 423 | 0 | 0.0423
met2 | 1460 | 50 | 0.141
met1 | 1060 | 314 | 0.0961
li1 | - | 339 | -
==> stage by stage <==
step / power (mW) / setup TNS (ps) / util
after floorplan: 0.206 / 0 / -
after global placement: 0.656 / -15370 / 0.424
after detailed placement: 0.660 / -15470 / 0.424
after CTS: 0.611 / -3030 / 0.422
after global routing: 0.685 / -3490 / 0.439
final: 0.639 / -2930 / 0.439
==> cells by family after synthesis <==
kind of cell | Yosys count | share of synthesized area
buffers and inverters | 4 | 0.131
muxes | 32 | 0.869
Power figures rest on the tool's default switching activity, not on a simulated workload.
